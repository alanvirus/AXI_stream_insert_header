<file path="./run.sh">
#!/bin/bash
# OpenROAD 26Q1-2900-gdf79404cd8, Yosys 0.63+post, stock flow scripts
make -C /OpenROAD-flow-scripts/flow DESIGN_CONFIG=/design/flow/config.mk WORK_HOME=/design/flow/orfs finish
</file>
<file path="./constraint.sdc">
current_design skidbuffer

set clk_period 2.1
set clk_io_pct 0.2

create_clock -name clk0 -period $clk_period [get_ports {i_clk}]

set non_clock_inputs [all_inputs -no_clocks]
set_input_delay [expr $clk_period * $clk_io_pct] -clock clk0 $non_clock_inputs
set_output_delay [expr $clk_period * $clk_io_pct] -clock clk0 [all_outputs]
</file>
<file path="./design.v">
`timescale 1ns / 1ps
module skidbuffer #(
    parameter	DW = 8
) (
    input	wire			i_clk, i_reset,
    input	wire			i_valid,
    output	wire			o_ready,
    input	wire	[DW-1:0]	i_data,
    output	wire			o_valid,
    input	wire			i_ready,
    output	reg	[DW-1:0]	o_data
);
    reg			r_valid;
    reg	[DW-1:0]	r_data;
    always_ff @(posedge i_clk)
    if (~i_reset)
        r_valid <= 0;
    else if ((i_valid && o_ready) && (o_valid && !i_ready)) 
        r_valid <= 1;
    else if (i_ready)
        r_valid <= 0;
    always_ff @(posedge i_clk)
    if (o_ready)
        r_data <= i_data;
    assign o_ready = !r_valid;
    assign	o_valid = i_reset && (i_valid || r_valid);
    always_comb begin
        if (r_valid)
            o_data = r_data;
        else 
            o_data = i_data;
    end
endmodule
</file>
<file path="./config.mk">
export PLATFORM = sky130hd
export DESIGN_NAME = skidbuffer
export DESIGN_NICKNAME = skidbuffer
export VERILOG_FILES = /design/flow/design.v
export SDC_FILE = /design/flow/constraint.sdc
export NUM_CORES = 4
export LEC_CHECK = 1
export CORE_AREA = 10 10 70 70
export DIE_AREA = 0 0 80 80
</file>
==> results.sh <==
# physical design summary
export IMPL_ant_nets=0
export IMPL_cts_sinks=9
export IMPL_warning_count=25
export IMPL_ctsLongestPathBuffers=2
export IMPL_synth_cell_type_count=6
export IMPL_placed_cells=87
export IMPL_setup_viol=0
export IMPL_gp_congestion=0.619
export IMPL_ys_area_um2=307
export IMPL_hpwl_um=635
export IMPL_finalPower_mw=0.389
export IMPL_worst_ep_required_time_ns=1.68
export IMPL_clk_pin_slew_ns=0.07
export IMPL_yosys_cells=21
export IMPL_hold_violations=0
export IMPL_ys_seq_share=0.588
export IMPL_setup_worst_path_class="flip-flop to output pin"
export IMPL_std_cell_rows=21
export IMPL_die_area_mm2=0.00640
export IMPL_critPathMaxFanout=10
export IMPL_topCellsByArea="dfxtp_1 (59%), mux2_2 (29%), nor2b_4 (4.5%)"
export IMPL_die_height_um=80
export IMPL_grtUsageTotal=0.0256
export IMPL_p_switching_mw=0.0813
export IMPL_slew_viol_final=0
export IMPL_worstPathArrival_ns=1.53
export IMPL_drtPass1Iterations=1
export IMPL_cts_root_buffer="clkbuf_4"
export IMPL_final_cells=91
export IMPL_yosys_area_top_type_share=0.588
export IMPL_max_freq_mhz=512
export IMPL_lay_top_cells="clkdlybuf4s50_1 (21), mux2_2 (8), dfxtp_1 (8), clkbuf_4 (3)"
export IMPL_cap_violations=0
export IMPL_yosys_warnings=1
export IMPL_post_cts_resized=1
export IMPL_die_x_um=80
export IMPL_fillers=392
export IMPL_ioPinCount=22
export IMPL_io_buffers=21
export IMPL_slew_headroom=0.838
export IMPL_hp_class="flip-flop to flip-flop"
export IMPL_synth_cell_area_um2=307
export IMPL_clkLatencyLatePin_ns=0.26
export IMPL_cts_hold_fix_buffers=0
export IMPL_post_dp_cell_area_um2=563
export IMPL_post_drt_via_cell_ratio=2.69
export IMPL_via_count=245
export IMPL_setup_tns_ns=0
export IMPL_netlist_instances=21
export IMPL_cts_tree="done"
export IMPL_area_growth_pct=93.1
export IMPL_seqPwrFrac=0.487
export IMPL_period_needed_ns=1.95
export IMPL_skew_ns=0.00722
export IMPL_comb_power_share=0.166
export IMPL_yosys_area_top_type="dfxtp_1"
export IMPL_rsz0062_at_grt="false"
export IMPL_syn_area_per_cell_um2=14.6
export IMPL_status="finished clean"
export IMPL_tightest_slew_ns=0.243
export IMPL_drive_gt1_frac=0.311
export IMPL_numCtsBuffers=3
export IMPL_p_sw_frac=0.209
export IMPL_fp_util=0.0897
export IMPL_routed_wl_um=799
export IMPL_core_mm2=0.00342
export IMPL_p_int_mw=0.307
export IMPL_p_clk_frac=0.347
export IMPL_synth_seq_cells=9
export IMPL_vdd_ir_drop_max_mv=0.325
export IMPL_drt_initial_drc_count=0
export IMPL_grt_pass1_wl_um=1240
export IMPL_worstSetupStartpointType="flip-flop"
export IMPL_wire_per_inst_um=8.78
export IMPL_power_density_mw_per_mm2=657
export IMPL_antenna_found_initial=0
export IMPL_lay_top_count="clkdlybuf4s50_1"
export IMPL_finalClockPeriodUsage=0.930
export IMPL_htreeDepth=1
export IMPL_diodes=0
export IMPL_grt_remaining_overflow=0
export IMPL_end_kind="output pin"
export IMPL_grt_max_degree=11
export IMPL_drc=0
export IMPL_postCtsSetupRepairBufs=0
export IMPL_first_global_vias=252
export IMPL_design_area_um2=592
export IMPL_p_leak_nw=0.214
## registers in the layout, indices dropped and copies added, names as in the netlist
signal,flops
r_data,8
r_valid,1
## through the flow
stage	setup WS, ns	util	hold slack (ns)
4_1_cts	0.107	0.173	0.477
3_5_place_dp	0.156	0.165	0.460
6_report	0.148	0.173	0.472
3_3_place_gp	0.154	0.165	0.455
2_1_floorplan	0.935	-	0.433
5_1_grt	0.0443	0.173	0.486
## synth_stat cells
master and n:
dfxtp_1 9, mux2_2 8, buf_6 1, inv_1 1, nor2b_4 1, o21a_1 1
## power by group through the flow
stage | logic, mW | clock network [mW] | registers, mW
CTS | 0.0662 | 0.146 | 0.190
finish | 0.0643 | 0.135 | 0.189
global route | 0.0707 | 0.157 | 0.191
## metal layers
layer	vias to the layer above	routed length (um)	GRT usage
li1	118	-	-
met1	111	347	0.0302
met2	16	327	0.0337
met3	0	125	0.0261
met4	0	0	0
met5	-	0	0
## area by class of cell
class,count,area (um^2),share of cell area
timing repair buffer,21,210,0.355
tap,46,57.6,0.0973
inverter,1,3.75,0.00634
clock inverter,1,5.00,0.00846
sequential,9,181,0.307
multi-input combinational,10,111,0.188
clock buffer,3,22.5,0.0381
## critical path, cell delays in order (launching register included)
cell	delay, ns
dfxtp_2	0.47
mux2_2	0.38
clkdlybuf4s50_1	0.42
## path summary, 6_finish.rpt
check             startpoint   endpoint  slack, ns  cells after the start
hold reg to reg    r_data[2]  r_data[2]       0.47                      1
hold / removal     r_data[2]  r_data[2]       0.47                      1
setup reg to reg     r_valid  r_data[2]       1.13                      1
setup / recovery     r_valid  o_data[6]       0.15                      2
## kinds of logic (layout without fill, tap and decap cells)
| kind of cell | count (synthesis) | in the layout | synth area share |
|---|---|---|---|
| AND-OR/OR-AND | 1 | 1 | 0.0245 |
| buffers and inverters | 2 | 26 | 0.0490 |
| flip-flops | 9 | 9 | 0.588 |
| multiplexers | 8 | 8 | 0.294 |
| AND/OR/NAND/NOR | 1 | 1 | 0.0449 |
No activity file was given, so power comes from the tool's default toggle rates.
