==> design/flow/design.v <==
`timescale 1ns / 1ps
module data_combiner #(
    parameter DATA_WD = 32,
    parameter DATA_BYTE_WD = DATA_WD / 8,
    parameter BYTE_CNT_WD = $clog2(DATA_BYTE_WD)
) (
    input wire [DATA_WD-1:0]        data_1,
    input wire [DATA_BYTE_WD-1:0]  keep_1,
    input wire [DATA_WD-1:0]        data_2,
    input wire [DATA_BYTE_WD-1:0]  keep_2,
    output reg [DATA_WD-1:0]       combined_data_1_wire,
    output reg [DATA_WD-1:0]       combined_data_2_wire,
    output wire                     combine_overflow,
    output reg [DATA_BYTE_WD-1:0]  combined_keep_1_wire,
    output reg [DATA_BYTE_WD-1:0]  combined_keep_2_wire
);
    reg [BYTE_CNT_WD:0] cnt1_wire, cnt2_wire;
    always_comb begin
        cnt1_wire = 0;
        for (int i = DATA_BYTE_WD-1; i >= 0; i--) begin
            if (keep_1[i]) begin
                cnt1_wire++;
            end
        end
    end
    always_comb begin
        cnt2_wire = 0;
        for (int i = DATA_BYTE_WD-1; i >= 0; i--) begin
            if (keep_2[i]) begin
                cnt2_wire++;
            end
        end
    end
    wire [31:0] total_bytes_wire;
    wire [31:0] total_bits_wire;
    assign total_bytes_wire = cnt1_wire + cnt2_wire;
    assign total_bits_wire = total_bytes_wire * 8;
    assign combine_overflow = (total_bytes_wire > DATA_BYTE_WD);
    localparam MAX_CONCAT_BITS = 2 * DATA_WD;
    reg [MAX_CONCAT_BITS-1:0] concat_data_wire;
    reg [MAX_CONCAT_BITS-1:0] concat_data_left_aligned_wire;
    always_comb begin
        concat_data_wire = {data_1, data_2};
        concat_data_left_aligned_wire = concat_data_wire << (DATA_WD - cnt1_wire*8);
    end
    always_comb begin
        combined_data_1_wire  = concat_data_left_aligned_wire[MAX_CONCAT_BITS-1:MAX_CONCAT_BITS-DATA_WD];
        combined_data_2_wire = concat_data_left_aligned_wire[DATA_WD-1:0]>>(MAX_CONCAT_BITS-total_bits_wire);
    end
    always_comb begin
        combined_keep_1_wire = '0;
        for (int i = 0; i < DATA_BYTE_WD; i++) begin
            combined_keep_1_wire[DATA_BYTE_WD-1-i] = (i < total_bytes_wire);
        end
    end
    always_comb begin
        combined_keep_2_wire = '0;
        if(combine_overflow) begin    
            for (int j = 0; j < DATA_BYTE_WD; j++) begin
                combined_keep_2_wire[j] = (j<(total_bytes_wire-DATA_BYTE_WD));
            end
        end
    end
endmodule
==> design/flow/run.sh <==
#!/bin/bash
# OpenROAD 26Q1-2900-gdf79404cd8, Yosys 0.63+post, stock flow scripts
make -C /OpenROAD-flow-scripts/flow DESIGN_CONFIG=/design/flow/config.mk WORK_HOME=/design/flow/orfs finish
==> design/flow/config.mk <==
export PLATFORM = sky130hd
export DESIGN_NAME = data_combiner
export DESIGN_NICKNAME = data_combiner
export VERILOG_FILES = /design/flow/design.v
export SDC_FILE = /design/flow/constraint.sdc
export NUM_CORES = 4
export LEC_CHECK = 1
export CORE_UTILIZATION = 40
==> design/flow/constraint.sdc <==
current_design data_combiner

set clk_period 11.2
set clk_io_pct 0.2

create_clock -name clk0 -period $clk_period

set non_clock_inputs [all_inputs -no_clocks]
set_input_delay [expr $clk_period * $clk_io_pct] -clock clk0 $non_clock_inputs
set_output_delay [expr $clk_period * $clk_io_pct] -clock clk0 [all_outputs]
==> flow_metrics.py <==
# Generated from Yosys and OpenROAD reports
metrics = {
    "grt": {
        "grt_usage": 0.317,
        "grt_pass1_vias": 3582,
        "overflow": 0,
        "grt_max_degree": 47,
        "antenna_found_initial": 0,
        "grt_first_pass_wirelength_um": 19000,
    },
    "routing": {
        "firstDrtPassIters": 5,
        "drc": 0,
        "drt-wirelength-per-cell_um": 18.8,
        "viasPerCell": 6.24,
        "finalWirelength_um": 12300,
        "antenna-diode-count": 0,
        "ant_nets": 0,
        "dr.first_iter.drc_count": 391,
        "vias": 4088,
    },
    "layout": {
        "register_area_um2": 0,
        "fillers": 638,
        "fin_area_um2": 4470,
        "clock_buffers": 0,
        "drive_above_1_share": 0.0827,
        "nFlopsAndLatches": 0,
        "synthToLayoutAreaGrowth_pct": 50.1,
    },
    "synthesis": {
        "yosysTopAreaCellShare": 0.0782,
        "synth_area_per_cell_um2": 6.75,
        "yosys_area_um2": 2980,
        "yosys_cells": 441,
        "ys.warnings.count": 1,
        "yosysUniqueCellTypes": 59,
        "area_leaders": "nand2_1 (7.8%), mux2i_1 (6.1%), a22o_1 (5.3%)",
        "syn_area_um2": 2980,
        "syn_inst": 441,
        "yosysSeqAreaShare": 0,
        "top_area_cell": "nand2_1",
    },
    "critical_path": {
        "worstPathRequired_ns": 8.96,
        "startpoint_type": "primary input",
        "critPathArrivalTime_ns": 7.28,
        "startpoint": "keep_1[2]",
        "worstSetupEndpointType": "output pin",
        "crit_type": "primary input to output pin",
        "path_max_fanout": 25,
        "endpoint": "combined_data_2_wire[26]",
    },
    "floorplan": {
        "ios": 145,
        "initial_core_util": 0.413,
        "num_rows": 31,
        "die_h_um": 88.3,
        "core_area_um2": 7210,
        "fp.dieW_um": 88.3,
        "dieArea_um2": 7790,
    },
    "clock_tree": {
        "cts-hold-fix-buffers": 0,
        "cts_resized": 0,
        "post_cts_buffers": 0,
    },
    "pwr": {
        "p_leak_nw": 1.69,
        "peakVddDrop_uv": 106,
        "power_mw": 0.816,
        "cellPowerDensity_nw_per_um2": 183,
    },
    "place": {
        "place_area_um2": 4470,
        "place.gp.congestion": 0.944,
        "hpwlAfterDp_um": 9400,
        "pre_cts_slack_ns": 1.82,
        "io_buffers": 145,
    },
    "final_timing": {
        "setup_viol": 0,
        "fmax_mhz": 105,
        "tns_ns": 0,
        "holdWs_ns": 5.56,
        "period_used_share": 0.850,
        "rsz0062_at_grt": "false",
        "setup_slack_ns": 1.68,
        "finalHoldViolCount": 0,
        "slew_viol_final": 0,
        "worst_slew_margin_rel": 0.479,
        "layout_min_cycle_time_ns": 9.52,
        "worst_pin_slew_ns": 0.779,
    },
    "job": {
        "warnings": 36,
        "drv_cap": 0,
    },
    "min_path": {
        "min_path_type": "primary input to output pin",
    },
    "outcome": {
        "outcome": "completed",
    },
}
[layout make-up]
cell class | count | area, um2 | share of cell area
inverter | 17 | 63.8 | 0.0143
multi-input combinational | 380 | 2720 | 0.610
tap | 99 | 124 | 0.0277
timing repair buffer | 159 | 1560 | 0.348
[logic make-up (layout without fill, tap and decap cells)]
family | after synthesis | count (layout) | share of synthesized area
buffers and inverters | 61 | 176 | 0.0866
adders and majority gates | 13 | 13 | 0.0572
muxes | 35 | 35 | 0.149
xor gates and xnor gates | 9 | 9 | 0.0387
and+or+nand+nor | 133 | 133 | 0.206
AOI/OAI and AO/OA | 190 | 190 | 0.463
[power breakdown]
group,switching [mW],total (mW),internal [mW]
Sequential,0,0,0
Combinational,0.399,0.816,0.417
Clock,0,0,0
Total,0.399,0.816,0.417
[placed cells by master, fill, tap and decap left out, types with 3 or more instances in the layout]
cell | Yosys | final
nor2_1 | 17 | 17
a211oi_1 | 6 | 6
and2_1 | 3 | 3
o21ai_0 | 26 | 26
and3_1 | 6 | 6
nor2b_1 | 7 | 7
o22ai_1 | 15 | 15
buf_4 | 0 | 14
inv_1 | 15 | 15
mux4_2 | 6 | 6
nor3_1 | 11 | 10
nand2_1 | 62 | 62
o2bb2ai_1 | 8 | 8
xor2_1 | 4 | 4
a21bo_2 | 3 | 3
a221o_1 | 10 | 10
clkdlybuf4s50_1 | 0 | 145
a31oi_1 | 6 | 6
a32o_1 | 7 | 7
mux2_2 | 9 | 9
a221oi_1 | 14 | 14
o211ai_1 | 11 | 11
nand2b_1 | 7 | 7
a21boi_0 | 3 | 3
a311oi_1 | 3 | 3
a21o_1 | 5 | 5
ha_1 | 12 | 12
a21oi_1 | 31 | 31
a32oi_1 | 3 | 3
mux2i_1 | 18 | 18
a22oi_1 | 8 | 8
nor3_2 | 2 | 3
a22o_1 | 18 | 18
nand3_1 | 13 | 13
[critical path, cell delays in order]
cell and delay, ns:
clkdlybuf4s50_1 0.49, inv_1 0.05, ha_1 0.50, xor2_2 0.23, ha_1 0.25, nand2_1 0.14
xnor2_2 0.35, inv_2 0.16, ha_1 0.37, xor2_1 0.65, nand4_1 0.16, mux2i_1 0.17
o21ai_1 0.07, buf_4 0.22, nand2b_1 0.41, nor2_1 0.29, clkdlybuf4s50_1 0.51
[per-stage QoR]
stage	utilization	std cells
2_1_floorplan	-	441
3_3_place_gp	0.619	655
3_5_place_dp	0.619	655
4_1_cts	0.619	655
5_1_grt	0.619	655
6_report	0.619	655
[per-layer routing]
layer | vias to the layer above | track usage | share of wire
met4 | 0 | 0.0367 | 0.010
met5 | - | 0 | 0
li1 | 1949 | - | -
met3 | 10 | 0.0728 | 0.10
met1 | 1885 | 0.509 | 0.46
met2 | 244 | 0.445 | 0.43
[how the worst min path moves through the flow]
| stage | startpoint | end | slack, ns | depth (start not counted) |
|---|---|---|---|---|
| 6_report | data_1[24] | combined_data_1_wire[24] | 5.56 | 6 |
| 5_1_grt | data_2[6] | combined_data_1_wire[6] | 5.61 | 3 |
| 4_1_cts | data_1[24] | combined_data_1_wire[24] | 5.57 | 6 |
[cell usage after synthesis, drive strengths merged (5+ instances only)]
cell	n
o211ai	11
o21ai	28
mux4	6
a211oi	6
nand3	13
nor2b	7
a31oi	6
a21oi	32
mux2	11
clkbuf	29
nand2b	7
a32o	7
nand2	63
mux2i	18
a221o	10
nor3	13
a221oi	15
ha	12
nor2	17
o22ai	15
inv	17
xor2	6
buf	15
o2bb2ai	8
a22o	18
a21o	5
a22oi	8
and3	6
Power figures rest on the tool's default switching activity, not on a simulated workload.
